**flow/constraint.sdc**
```tcl
current_design RegisterFile

set clk_period 1.7
set clk_io_pct 0.2

create_clock -name clk0 -period $clk_period [get_ports {clk}]

set non_clock_inputs [all_inputs -no_clocks]
set_input_delay [expr $clk_period * $clk_io_pct] -clock clk0 $non_clock_inputs
set_output_delay [expr $clk_period * $clk_io_pct] -clock clk0 [all_outputs]
```
**flow/design.v**
```verilog
module RegisterFile(
	input [7:0] wd3,       
	input [2:0] wa3,       
	input we3,            
	input clk,                
	input [2:0] ra1,      
	input [2:0] ra2,       
	input rst,                 
	output reg [7:0] rd1, rd2, x0, x1, x2, x3, x4, x5, x6, x7
);
    reg [7:0] registrador [7:0]; 
    initial begin
        registrador[0] = 8'b0;
        registrador[1] = 8'b0;
        registrador[2] = 8'b0;
        registrador[3] = 8'b0;
        registrador[4] = 8'b0;
        registrador[5] = 8'b0;
        registrador[6] = 8'b0;
        registrador[7] = 8'b0;
    end
		always @(posedge clk or negedge rst) begin
			if (!rst) begin  
            registrador[0] = 8'b0;
            registrador[1] = 8'b0;
            registrador[2] = 8'b0;
            registrador[3] = 8'b0;
            registrador[4] = 8'b0;
            registrador[5] = 8'b0;
            registrador[6] = 8'b0;
            registrador[7] = 8'b0;
        end 
        else if (we3 == 1 ) begin  
            registrador[wa3] <= wd3;  
				end
    end 
   	always@(*) begin
			rd1 = registrador[ra1];
			rd2 = registrador[ra2];
			x0 = registrador[0];
			x1 = registrador[1];
			x2 = registrador[2];
			x3 = registrador[3];
			x4 = registrador[4];
			x5 = registrador[5];
			x6 = registrador[6];
			x7 = registrador[7];
	end
endmodule
```
**flow/config.mk**
```make
export PLATFORM = sky130hd
export DESIGN_NAME = RegisterFile
export DESIGN_NICKNAME = RegisterFile
export VERILOG_FILES = /design/flow/design.v
export SDC_FILE = /design/flow/constraint.sdc
export NUM_CORES = 4
export LEC_CHECK = 1
export CORE_UTILIZATION = 30
```
**flow/run.sh**
```bash
#!/bin/bash
# OpenROAD 26Q1-2900-gdf79404cd8, Yosys 0.63+post, stock flow scripts
make -C /OpenROAD-flow-scripts/flow DESIGN_CONFIG=/design/flow/config.mk WORK_HOME=/design/flow/orfs finish
```
==> run notes <==
run metrics: switching share of total power=26.8%, type of element launching the critical path=flop, critical-path maximum fanout=3, placer's final routability congestion estimate=0.860, most numerous logic cell after layout=buf_4, worst slew margin relative to its limit=75.0%, router iterations before antenna repair=4, part of the power in the clock network=26.0%, share of synthesized area occupied by flip-flops and latches=45.1%, Non-Filler Cell Area, Final=6740 µm², largest registers=registrador (64), netlist area before placement=3550 µm², category of cells accounting for the largest share of critical-path delay=flip-flops, Min Clock Period, post-route=1810 ps, register bit count reported by yosys=64, transition time of the tightest slew-check pin=376 ps, Flop pwr share=32.3%, number of flip-flops in the largest register=64, global-route wire length before repair=21000 µm, vias per cell=5.13, fraction of the core area occupied by cells at floorplan=31.0%, area of the placeable core=11500 µm², routed vias=3669, largest buffer count on any clock path=2, Top-Level Pins=100, Final Worst Setup Slack=-113 ps, yosys stat cell total=299, instance area at placement=5310 µm², Max H-tree Level=3, startpoint of the worst register-to-register path=registrador[2][5], buffer cell driving the clock tree root=clkbuf_16, initial antenna violation count=0, most frequently placed logic cells in the final layout=104 x buf_4, 72 x buf_6, 65 x mux2_2, vias in the first global route=3829, element type at the critical path end=primary output, largest reg by FF count=registrador, data required time of the critical path=1360 ps, fmax=0.551 GHz, Avg Synthesized Cell Area=11.9 µm², die height=111 µm, maximum ir drop on the vdd rail=0.681 mV, CTS buffer count=9, Chip Area, Yosys=3550 µm², setup repair after global routing missed its margin=true, CP bufs+invs=2, tool warnings=27, count of different cell masters after synthesis=36, final setup violating endpoints=14, Area Overhead vs Synth=89.7%, Final ANT Viol Nets=0, fraction of registers with async set/reset=100%, Setup CP Type=reg -> out, pin count of the biggest net entering global routing=65, worst clock skew on the final layout=0 ps, hold-fix buffer count after cts=0, cell area power density=1000 nW/µm², Leak Pwr=3.18 nW, relative contribution of combinational cells to total power=41.7%, design internal power=4.94 mW, first-iteration detailed-routing DRC count=156, part of the cycle the worst path needs=107%, hpwl dp=8800 µm, fraction of layout instances using a drive strength above 1=57.2%, CTS tree=built, total die size=12300 µm², Hold WS=-2.22 ps, Overflow after GRT=0, origin of the worst setup path=registrador[7][4], antenna diode instance count=0, power dissipated by switching net loads=1.81 mW, post-synth tally of flip-flops with integrated enable=0, DRC errors left=0, Synthesis Warnings=2, count of maximum capacitance violations=0, DIE WIDTH=111 µm, number of input and output port buffers inserted=99, Placement Rows=39, clock input transition at the sequential cells of the worst setup and hold paths=50 ps, dominant register cell in the synthesized netlist=dfrtp_1, slowest CP cell=dfrtp_1, Post-Syn Instances=299, routed wire length=13500 µm, GRT Util Overall=22.5%, outcome=finished with violations, sequence of cells on the critical path=buf_6 -> mux2i_1 -> nor2_1 -> a31oi_1 -> a21oi_2 -> buf_2, number of clock sinks seen by CTS=64, post-DR wirelength/cell=18.9 µm, Skew-Pair Late Insertion Delay=320 ps, failing checks=negative hold slack, negative setup slack, arrival time of the worst setup path=1470 ps, pins over their slew limit=0, final hold vios=1, worst hold path type=in -> async, maximum single-stage delay on the critical path=380 ps
==> cell families after synthesis <==
group	count (synthesis)	share of synthesized area, %
buffers and inverters	21	3.17
DFF	64	45.1
and+or+nand+nor	59	9.69
muxes	102	31.4
AOI/OAI and AO/OA	53	10.7
==> metal layers <==
| layer | global-route usage [%] | wire, µm |
|---|---|---|
| met1 | 33.2 | 6050 |
| met4 | 2.31 | 145 |
| met2 | 34.2 | 5980 |
| met3 | 7.41 | 1300 |
| met5 | 0 | 0 |
==> final timing paths <==
path | cells after the start | slack [ps] | to
min reg2reg | 1 | 560 | registrador[7][5]
min in group clk0 | 1 | 560 | registrador[7][5]
min | 2 | -2 | registrador[1][7]
max reg2reg | 4 | 580 | registrador[2][5]
max in group asynchronous | 2 | 1350 | registrador[2][2]
max | 6 | -110 | rd1[4]
==> through the flow <==
step / setup slack [ps] / util [%] / total power [mW] / setup TNS [ps] / cells
2_1_floorplan: 161 / - / 2.78 / 0 / 299
3_3_place_gp: -847 / 46.3 / 4.23 / -22650 / 611
3_5_place_dp: -871 / 46.3 / 4.25 / -22880 / 611
4_1_cts: -174 / 57.2 / 6.61 / -1050 / 706
5_1_grt: -179 / 58.8 / 7.09 / -1590 / 715
6_report: -113 / 58.8 / 6.75 / -827 / 715
==> Yosys cell counts, drive strengths merged, types with 2 or more instances <==
| master | n | area share [%] |
|---|---|---|
| mux2 | 65 | 21 |
| dfrtp | 64 | 45 |
| mux2i | 36 | 10 |
| nor2 | 21 | 2.2 |
| buf | 16 | 2.6 |
| o22ai | 11 | 1.9 |
| nand2 | 10 | 1.1 |
| o22a | 10 | 2.5 |
| a211oi | 9 | 1.9 |
| nand2b | 8 | 1.6 |
| a21oi | 7 | 0.99 |
| nor2b | 5 | 0.88 |
| a31oi | 4 | 0.70 |
| clkbuf | 4 | 0.42 |
| nor3 | 4 | 1.0 |
| a221oi | 3 | 0.74 |
| nand4b | 3 | 0.74 |
| nor3b | 3 | 1.3 |
| o21ai | 3 | 0.42 |
| o32ai | 3 | 0.74 |
| or3 | 2 | 0.35 |
==> final cells by class <==
cell class	instances	area (µm²)
clock inverters	4	45.0
flip-flops and latches	64	1600
inverters	1	3.75
well taps	143	179
repair buffers	277	2630
clock buffers	12	236
multi-input cells	214	2050
fillers	855	4730
==> power by group through the flow <==
stage / Combinational (mW) / Clock [mW] / Sequential (mW)
4_1_cts: 2.66 / 1.79 / 2.16
5_1_grt: 3.01 / 1.85 / 2.22
6_report: 2.81 / 1.76 / 2.18
==> what timing repair did <==
action | CTS | global route
gates cloned | 2 | 0
endpoints found under the hold margin | 0 | 0
setup buffers | 77 | 13
pin swaps | 41 | 22
resized | 195 | 42
setup endpoints to repair | 16 | 28
No activity file was given, so power comes from the tool's default toggle rates.
