[config.mk]
export PLATFORM = sky130hd
export DESIGN_NAME = Datamemory
export DESIGN_NICKNAME = Datamemory
export VERILOG_FILES = /design/flow/design.v
export SDC_FILE = /design/flow/constraint.sdc
export NUM_CORES = 4
export LEC_CHECK = 1
export CORE_UTILIZATION = 30
[constraint.sdc]
current_design Datamemory

set clk_period 6.0
set clk_io_pct 0.2

create_clock -name clk0 -period $clk_period [get_ports {clk}]

set non_clock_inputs [all_inputs -no_clocks]
set_input_delay [expr $clk_period * $clk_io_pct] -clock clk0 $non_clock_inputs
set_output_delay [expr $clk_period * $clk_io_pct] -clock clk0 [all_outputs]
[design.v]
module Datamemory(
	input [7:0] A, WD, 
	output reg [7:0] RD,
	input WE, rst, clk
);
	integer i;
	reg [7:0] memoria [255:0];  
	always@(posedge clk or negedge rst) begin
	if(!rst)begin
	for(i=0;i<256;i= i + 1)begin
		memoria[i] <= 8'b0;
		end
	end
	else if (WE)begin
		memoria[A] <= WD [7:0];
	end
	end
	always@(*)begin
		RD = memoria[A];
	end
endmodule
[run.sh]
#!/bin/bash
# OpenROAD 26Q1-2900-gdf79404cd8, Yosys 0.63+post, stock flow scripts
make -C /OpenROAD-flow-scripts/flow DESIGN_CONFIG=/design/flow/config.mk WORK_HOME=/design/flow/orfs finish
==> reports/qor.csv <==
metric,value,unit
CP max stage delay,0.65,ns
share of cells above drive strength 1,51.3,%
DIE HEIGHT,556,um
Ports,27,
max_cap viols,0,
Total Wirelength,666000,um
fraction of registers with async set/reset,100,%
Tmin final,6.49,ns
"most used cell, CP",buf_4,
first-pass GRT wire length,845000,um
Worst Skew,0,ns
final worst path period share,108,%
Top-area cell share,55.6,%
setup_tns,-1.70,ns
Top reg by flops,memoria,
Largest register FFs,2048,
buffers added on ports,26,
Regs by FF count,memoria x2048,
critical path class,input pin to output pin,
relative slew slack,2.40,%
RSZ-0062 raised after global routing,yes,
Commonest flop,dfrtp_1,
Cell area leaders,"dfrtp_1, mux2_2, a22oi_1",
DR WL/cell,53.0,um
drt drc,0,
Critical Path RT,4.80,ns
setup ws final,-0.487,ns
Clock Tree Root,clkbuf_16,
Min-Delay Path Class,input pin to asynchronous set/reset pin,
Sw Ratio,26.7,%
DRT Pass-1 Iters,7,
fp_density,30.1,%
Post-synth EDFFs,0,
Clock transition at path regs,0.06,ns
failing checks,negative setup slack,
critical path arrival,5.29,ns
number of global-route vias before repair,79357,
leak pwr,56.9,nW
internal cell power,0.0242,W
Detailed Place HPWL,480000,um
#FFs+latches synth,2048,
sw power,0.00881,W
Reg2Reg Launch Point,memoria[196][6],
mapped cell area,0.0922,mm2
Final Setup Violations,6,
total power,0.0330,W
Post-DRT Antenna Nets,0,
Yosys Instances,6977,
worst-path cell chain,buf_8 > buf_12 > buf_8 > buf_8 > buf_4 > nor4b_4 > buf_12 > buf_4 > buf_4 > a22o_1 > a21oi_1 > o2111ai_1 > nor4_1 > and4_1 > a41oi_2 > buf_4 > buf_2,
synth-to-layout area growth,30.0,%
chip width,556,um
Syn Area/Cell,13.2,um2
total CTS buffers,234,
hold buffers post-CTS,0,
GPL Wtd Cong,1.23,
Sink Count,2048,
initial detailed-routing violation count,9813,
Critical R2R Capture,memoria[196][6],
fmax,0.154,GHz
"Seq/Total Area, Yosys",55.6,%
Yosys cell types,80,
Least-Margin Pin Slew,1.46,ns
Seq pwr share,45.4,%
Worst path slowest cell,o2111ai_1,
Syn. warnings,2,
Mapped Cells,6977,
most numerous cell in the Yosys netlist,dfrtp_1,
# rows,203,
grt ovf,0,
PwrDens,275,mW/mm2
"Hold Violations, Final",0,
Worst setup EP type,output pin,
Total GRT Usage,44.1,%
crit start category,input pin,
chip area,0.310,mm2
tool warnings,70,
power share of the clock group,46.5,%
Latency at later pin,0.97,ns
Avg Vias per Cell,6.54,
chip area in the Yosys report,0.0922,mm2
CTS tree,done,
status,"finished, violations left",
Worst VDD drop,232,uV
Comb pwr share,8.1,%
initial antenna violation count,115,
crit-path max FO,8,
worst r2r path cells,1,
largest net degree at the start of global routing,132,
Longest Clk Path Bufs,4,
cell type with the largest total area,dfrtp_1,
core area,0.306,mm2
Slew Limit Fails,0,
leading cell types by count after synthesis,"dfrtp_1, mux2_2, a22oi_1",
H-tree depth,4,
via count,82199,
R2R Setup Slk,4.78,ns
-- cells by family after synthesis --
logic type,after synthesis,share of synthesized area [%]
AOI/OAI and AO/OA,1125,9.47
and+or+nand+nor,1137,6.73
muxes,2051,25.0
xor gates and xnor gates,3,0.0285
buffers and inverters,613,3.14
DFF,2048,55.6
-- per-stage QoR --
stage               instances  setup slack, ns  hold slack (ns)  util, %  cell area (um2)
global placement        11904            -1.69            0.479     35.4           108000
detailed placement      11905            -1.61            0.482     35.4           108000
global route            12478           -0.235            0.269     39.1           120000
CTS                     12363           -0.269            0.205     38.5           118000
finish                  12562           -0.487            0.223     39.2           120000
floorplan                6977             1.42            0.463        -            92200
-- how the worst max path moves through the flow --
stage	start	to	slack [ns]	depth (start not counted)
final	A[2]	RD[6]	-0.49	17
after global routing	A[2]	RD[4]	-0.24	17
after CTS	A[2]	RD[1]	-0.27	17
-- power groups by stage --
stage	logic, W	registers, W	clock network, W
6_report	0.00269	0.0150	0.0153
5_1_grt	0.00270	0.0150	0.0158
4_1_cts	0.00251	0.0149	0.0153
-- layout make-up --
cell class	count	area (um2)
well taps	4100	5130
repair buffers	1542	15100
clock inverters	108	1390
clock buffers	317	6630
multi-input cells	4317	40000
flip-flops and latches	2048	51200
fillers	28300	186000
inverters	5	18.8
diodes	125	313
-- critical path: cells and delay by family --
family	cells	cell delay, ns
AND-OR/OR-AND	4	1.60
buffers and inverters	10	1.45
AND/OR/NAND/NOR	3	1.01
-- routing by layer --
metal	vias to the layer above	part of all wire [%]	wire length (um)	global-route usage, %
li1	29232	-	-	-
met1	42427	32	215000	46.9
met2	7797	38	252000	54.8
met3	2642	19	124000	35.3
met4	101	11	71000	36.0
met5	-	0.70	4670	11.0
-- placed cells by master, fill, tap and decap left out, types with 49 or more instances in the layout --
cell type / Yosys / layout
a21oi_1: 51 / 49
a222oi_1: 59 / 59
a22o_1: 72 / 71
a22oi_1: 439 / 404
a32oi_1: 191 / 176
and3_1: 63 / 58
buf_12: 0 / 210
buf_4: 37 / 1224
buf_6: 30 / 52
clkbuf_16: 0 / 248
dfrtp_1: 2048 / 2048
diode_2: 0 / 125
mux2_2: 2033 / 2033
nand2_1: 225 / 206
nand3_1: 336 / 311
nand4_1: 113 / 113
nor2_1: 154 / 127
o22ai_1: 165 / 151
-- what timing repair did --
item / 4_1_cts / 5_1_grt
gates resized: 229 / 162
cloned: 4 / 12
endpoints found under the setup margin: 8 / 8
setup buffers: 30 / 67
pin swaps: 51 / 64
Power and IR drop assume default switching activity.
